===== ./design.v =====
module spiMaster(
	input wire clk,  
	input wire reset, 
	input wire [15:0] dataIn,  
	output wire spi_CS,
	output wire spi_sclk,  
	output wire spiData,
	output [4:0] counter
);
reg [15:0] MOSI;
reg [4:0] count;
reg cs;
reg sclk;
reg [2:0] state;
always @(posedge clk or posedge reset)
	if(reset)
	begin
		MOSI <=16'b0;
		count <= 5'd16;
		cs <=1'b1;
		sclk <=1'b0;
	end
	else
	begin
	case(state)
		0: begin
			sclk <=1'b0;
			cs <=1'b1;
			state<=3'b1;
		end
		1:begin
			sclk <=1'b0;
			cs <=1'b0;
			MOSI<=dataIn[count-1];
			count<=count-1;
			state<=2;
		end
		2:begin
			sclk <=1'b1;
			if(count>0)
				state<=1;
			else 
			begin
				count<=16;
				state<=0;
			end
		end
		default: state<=0;
		endcase
	end
assign spi_CS=cs;
assign spi_sclk=sclk;
assign spiData=MOSI;
assign counter=count;
endmodule

===== ./run.sh =====
#!/bin/bash
# OpenROAD 26Q1-2900-gdf79404cd8, Yosys 0.63+post, stock flow scripts
make -C /OpenROAD-flow-scripts/flow DESIGN_CONFIG=/design/flow/config.mk WORK_HOME=/design/flow/orfs finish

===== ./config.mk =====
export PLATFORM = sky130hd
export DESIGN_NAME = spiMaster
export DESIGN_NICKNAME = spiMaster
export VERILOG_FILES = /design/flow/design.v
export SDC_FILE = /design/flow/constraint.sdc
export NUM_CORES = 4
export LEC_CHECK = 1
export CORE_AREA = 10 10 71 71
export DIE_AREA = 0 0 81 81

===== ./constraint.sdc =====
current_design spiMaster

set clk_period 3.2
set clk_io_pct 0.2

create_clock -name clk0 -period $clk_period [get_ports {clk}]

set non_clock_inputs [all_inputs -no_clocks]
set_input_delay [expr $clk_period * $clk_io_pct] -clock clk0 $non_clock_inputs
set_output_delay [expr $clk_period * $clk_io_pct] -clock clk0 [all_outputs]

==> results.yml <==
# generated from flow reports
routing:
  insertedDiodeCount: 0
  met2_length_um: 683
  drt-met1-wl_um: 987
  postRouteAntennaNets: 0
  first_pass_iters: 4
  wire_per_inst_um: 13.1
  dr.first_iter.drc_count: 29
  wl_met3_um: 221
  vias: 597
  wl_um: 1910
  top_layer: "met4"
  vias_per_cell: 4.09
  drc: 0
synthesis:
  ys_seq_share_pct: 35.5
  synth_cell_types: 31
  async_flop_share_pct: 72.7
  avgSynthCellArea_sq_um: 10.4
  ys_warn_count: 1
  edf_count: 1
  synth_area_sq_um: 768
  syn_inst: 74
  ys_chip_area_sq_um: 768
  ys_seq_elements: 11
  ys.flop_type: "dfrtp_1"
  ys_cells: 74
setup_path:
  cp.depth: 6
  critPathMaxStageDelay_ps: 580
  crit_path_start: "count[0]"
  r2r.worst_path.cells: 6
  rrSetupSlack_ps: 1020
  rr_endpoint: "MOSI[0]"
  r2r-start: "count[0]"
  worstSetupEndpoint: "MOSI[0]"
  required_ps: 3310
  end_kind: "flop"
  crit_path_start_kind: "flop"
  crit_slowest_cell: "dfrtp_1"
  cp.buffers_inverters: 1
  path_class: "reg -> reg"
  path_cells: "inv_1 > ha_1 > mux4_1 > mux2_2 > nand4_2 > o311ai_2"
  critPathArrivalTime_ps: 2280
  cp_top_family: "multiplexers"
  crit_fanout: 10
clock_tree:
  clock-sinks: 11
  cts_made_buffers: 3
  cts_resized: 0
  worstSkewPairLatency_ps: 240
  root_buffer: "clkbuf_8"
  path_clk_slew_ps: 50
  clockBufferDepth: 2
  cts_max_level: 1
  post-cts-setup-buffers: 0
  cts_tree: "done"
  cts_hold_buf: 0
final_timing:
  maxSlewViolCount: 0
  finalCritPeriodShare_pct: 68.0
  fin_skew_ps: 1.61
  rsz0062_at_grt: "no"
  fmax_mhz: 460
  period_minus_slack_ps: 2180
  final-hold-violation-count: 0
  worst_pin_slew_ps: 492
  slew_headroom_pct: 67.2
  finalSetupViolations: 0
  holdWs_ps: 466
  finalSetupTns_ps: 0
layout:
  stdcell_count: 146
  fill_cells: 381
  drive_gt1_share_pct: 12.2
  syn_to_final_growth_pct: 40.1
global_route:
  grt_pass1_vias: 616
  grt_pass1_wl_um: 3180
  track_usage_pct: 6.18
  grt_max_degree: 13
  antenna_found_initial: 0
  grt-ovfl-total: 0
die:
  die_area_sq_um: 6560
  rows: 22
  die_height_um: 81
  die_w_um: 81
  core_sq_um: 3630
  ios: 26
  fp_util_pct: 21.1
power:
  finalPower_uw: 967
  power.leakage_nw: 0.409
  cellPowerDensity_nw_per_um2: 898
  ir_drop_v: 0.000188
placement:
  io_buffers: 25
  dp_cells: 142
  dp_hpwl_um: 1450
  place_congestion: 0.857
run:
  max-cap-violations: 0
  warnings: 26
hold_path:
  min-delay-path-class: "reg -> reg"
  hold_depth: 2
status:
  outcome: "finished clean"
-- cells by family after synthesis --
logic type / count (synthesis) / synth area share (%)
mux: 8 / 15.0
flops: 11 / 35.5
fa+ha+maj: 2 / 3.26
xor+xnor: 6 / 7.82
buf+inv: 8 / 7.82
compound gates: 11 / 10.1
simple gates: 28 / 20.5
-- flip-flops by register name, indices dropped and copies added (netlist names), named ones only --
name,count
cs,1
MOSI,1
sclk,1
state,2
count,5
-- per-layer routing --
| layer | vias up | track usage [%] |
|---|---|---|
| li1 | 305 | - |
| met1 | 265 | 9.07 |
| met3 | 2 | 2.90 |
| met4 | 0 | 1.38 |
| met2 | 25 | 8.04 |
| met5 | - | 0 |
-- how the worst min path moves through the flow --
stage                     from    to  slack (ps)
after CTS             state[0]    cs         470
after global routing      sclk  sclk         500
final                 state[0]    cs         470
-- layout by cell type, fill, tap and decap left out, types with 2 or more instances in the layout --
cell type        netlist  routed
mux2i_1                4       4
ha_1                   2       2
nand2_1                8       8
dfstp_2                2       2
nor2_1                 7       7
clkdlybuf4s50_1        0      25
dfxtp_1                2       2
nand2b_1               3       3
clkbuf_8               0       3
a21oi_1                2       2
nor2b_1                3       3
xnor2_1                4       4
dfrtp_1                6       6
inv_1                  3       3
mux2_2                 2       2
o21ai_0                5       5
mux4_1                 2       2
-- Yosys cell counts, drive strengths merged (3+ instances only) --
cell type	number	share of area (%)
nand2	8	3.9
nor2	7	3.4
dfrtp	6	20
buf	5	6.4
o21ai	5	3.3
mux2i	4	5.2
xnor2	4	4.6
inv	3	1.5
nand2b	3	2.4
nor2b	3	2.4
-- tightest hold or removal path, stage by stage, from the launching register on --
cell	delay, ps
dfxtp_1	330
nor2_1	90
nor2_1	50
-- power breakdown --
part	switching, mW	total (mW)	internal (mW)
sequential	0.110	0.314	0.204
combinational	0.208	0.514	0.306
clock	0.0529	0.138	0.0856
total	0.371	0.967	0.596
-- stage by stage --
step	worst slack [ps]	utilization, %	instance area, sq um
6_report	1020	29.6	1080
5_1_grt	854	29.6	1080
4_1_cts	999	29.6	1080
3_5_place_dp	1030	28.3	1030
3_3_place_gp	1050	28.3	1030
2_1_floorplan	1440	-	768
-- layout make-up --
class | count | area (sq um) | share of cell area, %
Sequential cell | 11 | 273 | 25.3
Clock buffer | 3 | 41.3 | 3.84
Inverter | 3 | 11.3 | 1.05
Clock inverter | 1 | 5.00 | 0.465
Tap cell | 48 | 60.1 | 5.58
Timing Repair Buffer | 25 | 250 | 23.3
Multi-Input combinational cell | 55 | 435 | 40.5
Power and IR drop assume default switching activity.
