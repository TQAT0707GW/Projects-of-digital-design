[design/flow/design.v]
module two_ram_port_verilog (
    input wire clk,
    input wire wea, web,   
    input wire [1:0] addra, addrb,  
    input wire [3:0] dina, dinb,  
    output reg [3:0] douta, doutb  
);
     reg [3:0] mem0, mem1, mem2, mem3;
    always @(posedge clk) begin
        if (wea && web &&(addra==addrb)) begin  
            case (addra)
                2'b00: mem0 <= dina;
                2'b01: mem1 <= dina;
                2'b10: mem2 <= dina;
                2'b11: mem3 <= dina;
            endcase
        end
		else begin
		if (wea) begin
            case (addra)
                2'b00: mem0 <= dina;
                2'b01: mem1 <= dina;
                2'b10: mem2 <= dina;
                2'b11: mem3 <= dina;
            endcase
        end
        if (web) begin
            case (addrb)
                2'b00: mem0 <= dinb;
                2'b01: mem1 <= dinb;
                2'b10: mem2 <= dinb;
                2'b11: mem3 <= dinb;
            endcase
        end
		end
		end
    always @(*) begin
        case (addra)
            2'b00: douta = mem0;
            2'b01: douta = mem1;
            2'b10: douta = mem2;
            2'b11: douta = mem3;
        endcase
    end
    always @(*) begin
        case (addrb)
            2'b00: doutb = mem0;
            2'b01: doutb = mem1;
            2'b10: doutb = mem2;
            2'b11: doutb = mem3;
        endcase
    end
endmodule
[design/flow/run.sh]
#!/bin/bash
# OpenROAD 26Q1-2900-gdf79404cd8, Yosys 0.63+post, stock flow scripts
make -C /OpenROAD-flow-scripts/flow DESIGN_CONFIG=/design/flow/config.mk WORK_HOME=/design/flow/orfs finish
[design/flow/config.mk]
export PLATFORM = sky130hd
export DESIGN_NAME = two_ram_port_verilog
export DESIGN_NICKNAME = two_ram_port_verilog
export VERILOG_FILES = /design/flow/design.v
export SDC_FILE = /design/flow/constraint.sdc
export NUM_CORES = 4
export LEC_CHECK = 1
export CORE_UTILIZATION = 30
[design/flow/constraint.sdc]
current_design two_ram_port_verilog

set clk_period 3.6
set clk_io_pct 0.2

create_clock -name clk0 -period $clk_period [get_ports {clk}]

set non_clock_inputs [all_inputs -no_clocks]
set_input_delay [expr $clk_period * $clk_io_pct] -clock clk0 $non_clock_inputs
set_output_delay [expr $clk_period * $clk_io_pct] -clock clk0 [all_outputs]
==> flow_summary.yaml <==
# implementation run metrics
place:
  gp_congestion: 0.941
  port-buffer-count: 22
  dp_cells: 190
  dp_hpwl_um: 2480
global_routing:
  gr-usage-all-layers: 0.174
  grt_pass1_wl_um: 5620
  pin_count_of_the_biggest_net_entering_global_routing: 20
  first_global_vias: 1183
  antenna_found_initial: 0
  gr-total-overflow: 0
timing:
  setup_violations: 0
  setup_tns_ns: 0
  finalHoldViolations: 0
  grt_setup_unrepaired: "false"
  finClkSkew_ns: 0
  finalCriticalPeriod_ns: 3.09
  worst-slew-pin-transition_ns: 0.623
  max_slew_headroom_at_the_worst_pin: 0.583
  slew_violations: 0
  max_clock_freq_mhz: 324
  period_used_share: 0.858
worst_setup_path:
  r2r.worst_path.cells: 3
  timing.critical_path.from: "addrb[0]"
  end_kind: "output pin"
  reg_to_reg_startpoint: "mem2[2]"
  critical_path_start_end_classification: "in -> out"
  worst_setup_path_start_kind: "primary input"
  worstPathMaxFanout: 8
  crit_path_cell_trace: "clkdlybuf4s50_1 -> mux4_2 -> clkdlybuf4s50_1"
  crit_reg_reg_endpoint: "mem2[2]"
  setup.worst_path.end: "doutb[1]"
  cp_data_arrival_time_ns: 2.37
  wp_depth: 3
  slowest_stage: "sky130_fd_sc_hd__clkdlybuf4s50_1"
  critPathRequiredTime_ns: 2.88
  ff2ff_setup_slack_ns: 2.57
  critical_path_buf_inv_count: 2
  critical-path-top-cell-by-count: "sky130_fd_sc_hd__clkdlybuf4s50_1"
  critical-path-max-stage-delay_ns: 0.68
  worst_path_dominant_cell_family: "buffers and inverters"
drt:
  total_wire_length_after_detailed_routing_um: 3230
  num_antenna_cells: 0
  drt-wirelength-per-cell_um: 16.7
  detail_route.first_pass.iterations: 4
  post_detailed_route_count_of_antenna_violating_nets: 0
  detail_route.drc_violations: 0
  post_drt_via_cell_ratio: 5.90
  detail_route.iter0.violations: 66
  routed-via-count: 1145
die:
  core_area_um2: 3770
  die_h_um: 65.4
  fp_util: 0.320
  rows: 22
  top_level_ports: 23
  chipWidth_um: 65.4
  chip_area_um2: 4280
flow_run:
  timing.max_cap.violations: 0
  warning_count: 25
cts:
  cts-htree-levels: 1
  root_buffer: "sky130_fd_sc_hd__clkbuf_8"
  clk_latency_ns: 0.25
  cts_inserted_buffers: 3
  num_clock_sinks: 16
  hold_buffers: 0
  postCtsResizedCells: 0
  max-clock-path-buffers: 2
  post_cts.repair.setup_buffers: 0
  tritoncts: "yes"
  worst_setup_hold_path_clk_slew_ns: 0.06
yosys:
  synthesis.instances: 124
  yosys_most_used_dff: "sky130_fd_sc_hd__dfxtp_1"
  netlist_top_cells_count: "sky130_fd_sc_hd__dfxtp_1 (16), sky130_fd_sc_hd__or3_1 (16), sky130_fd_sc_hd__o21ai_0 (12), sky130_fd_sc_hd__mux2i_1 (11)"
  synth-area-yosys_um2: 1210
  ys_warn_count: 1
  mappedNetlistArea_um2: 1210
  synth-cells-yosys: 124
  synth_seq_share: 0.266
  edf_count: 0
  avgSynthCellArea_um2: 9.73
  postSynthRegisterBits: 16
  netlist-cell-type-count: 29
  synth.largest_area_cell: "sky130_fd_sc_hd__dfxtp_1"
  post-synth-top-area-fraction: 0.266
  synth.area.top_cells: "sky130_fd_sc_hd__dfxtp_1 (27%), sky130_fd_sc_hd__mux4_2 (15%), sky130_fd_sc_hd__mux2i_1 (9.1%)"
  synth_async_sr_flop_share: 0
finish:
  share_of_cells_above_drive_strength_1: 0.158
  post_layout_nonfiller_instances: 194
  area.growth.synth_to_final_pct: 25.5
power_and_ir_drop:
  max-vdd-ir-drop_mv: 0.117
  leakage_nw: 0.555
  p_per_area_nw_per_um2: 397
min_path:
  hold_class: "reg -> reg"
  worstHoldStart: "mem3[1]"
run_status:
  status: "completed"
worst min-delay path, stage by stage (launching register included):
cell and delay (ns):
sky130_fd_sc_hd__dfxtp_1 0.33, sky130_fd_sc_hd__nand2_1 0.06, sky130_fd_sc_hd__a32oi_1 0.09
kinds of logic after synthesis:
family                    synth area share
AOI/OAI and AO/OA                    0.189
xor gates and xnor gates            0.0270
buffers and inverters               0.0508
DFF                                  0.266
muxes                                0.241
and+or+nand+nor                      0.227
power breakdown:
group / total (mW) / switching, mW / internal, mW
registers: 0.243 / 0.0319 / 0.211
clock network: 0.161 / 0.0636 / 0.0971
logic: 0.198 / 0.0709 / 0.127
total: 0.602 / 0.166 / 0.435
cell type report:
type | count | area [µm²]
clock buffer | 4 | 55.1
fill | 353 | 2260
inverter | 1 | 3.75
multi-input combinational | 99 | 825
sequential | 16 | 320
tap | 48 | 60.1
timing repair buffer | 26 | 250
routing by layer:
layer  share of wire  wire length, µm  up-vias  global-route usage
met4           0.019               61        0              0.0353
met5               0                0        -                   0
met3           0.057              184        8              0.0299
met1            0.44             1420      565               0.243
li1                -                -      537                   -
met2            0.48             1560       35               0.287
worst min path at each step:
| stage | to | depth (start not counted) |
|---|---|---|
| 5_1_grt | mem3[3] | 2 |
| 6_report | mem3[1] | 2 |
| 4_1_cts | mem3[3] | 2 |
per-stage QoR:
stage	total power, mW	utilization	worst slack, ns	area (µm²)	hold WS (ns)
3_5_place_dp	0.444	0.387	0.490	1460	0.520
5_1_grt	0.642	0.401	0.415	1510	0.552
6_report	0.602	0.401	0.513	1510	0.529
2_1_floorplan	0.356	-	1.52	1210	0.479
4_1_cts	0.606	0.401	0.492	1510	0.531
3_3_place_gp	0.439	0.387	0.512	1460	0.512
placed cells by master (no fill, tap or decap), drive strengths merged, types with 5 or more instances in the layout:
cell and instances:
nand3 5, or3 16, nand2 6, clkdlybuf4s50 22, o21ai 16, mux2i 11
dfxtp 16, mux4 8, nor2 6, a22oi 8
sequential cells by signal, summed over array words and instances (netlist names):
register and count:
mem2 4, mem0 4, mem3 4, mem1 4
Power is estimated from default activity; no workload was simulated.
