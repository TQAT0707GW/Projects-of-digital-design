[./design.v]
module decoderchuc_BCD(
    input [5:0] value,    
    output reg [6:0] display  
);
reg [3:0] t;
always @(*) begin
	t<=value/4'd10;
    case(t)
        4'b0000: display = 7'b1000000;  
        4'b0001: display = 7'b1111001;  
        4'b0010: display = 7'b0100100;  
        4'b0011: display = 7'b0110000;  
        4'b0100: display = 7'b0011001;  
        4'b0101: display = 7'b0010010;  
        4'b0110: display = 7'b0000010;  
        4'b0111: display = 7'b1111000;  
        4'b1000: display = 7'b0000000;  
        4'b1001: display = 7'b0011000;  
        default: display = 7'b1111111;  
    endcase
end
endmodule
[./run.sh]
#!/bin/bash
# OpenROAD 26Q1-2900-gdf79404cd8, Yosys 0.63+post, stock flow scripts
make -C /OpenROAD-flow-scripts/flow DESIGN_CONFIG=/design/flow/config.mk WORK_HOME=/design/flow/orfs finish
[./config.mk]
export PLATFORM = sky130hd
export DESIGN_NAME = decoderchuc_BCD
export DESIGN_NICKNAME = decoderchuc_BCD
export VERILOG_FILES = /design/flow/design.v
export SDC_FILE = /design/flow/constraint.sdc
export NUM_CORES = 4
export LEC_CHECK = 1
export CORE_AREA = 10 10 70 70
export DIE_AREA = 0 0 80 80
[./constraint.sdc]
current_design decoderchuc_BCD

set clk_period 3.3
set clk_io_pct 0.2

create_clock -name clk0 -period $clk_period

set non_clock_inputs [all_inputs -no_clocks]
set_input_delay [expr $clk_period * $clk_io_pct] -clock clk0 $non_clock_inputs
set_output_delay [expr $clk_period * $clk_io_pct] -clock clk0 [all_outputs]
==> results.sh <==
# yosys + openroad results
export IMPL_status="finished clean"
export IMPL_yosys_stat_cells=42
export IMPL_ys_top_cells_by_count="5 x ha_1, 5 x nor2_1, 4 x nand2_1"
export IMPL_dp_cells=106
export IMPL_ant_nets=0
export IMPL_critPathKind="in2out"
export IMPL_grt_pass1_vias=310
export IMPL_hp_class="in2out"
export IMPL_row_count=21
export IMPL_dp_hpwl_um=713
export IMPL_ys_seq_share_pct=0
export IMPL_synth_top_cell_by_area="ha_1"
export IMPL_ys_area_um2=292
export IMPL_core_um2=3420
export IMPL_die_width_um=80
export IMPL_fp_util_pct=8.53
export IMPL_hold_viol=0
export IMPL_start_kind="primary input"
export IMPL_endpoint_kind="output pin"
export IMPL_finalSetupViolations=0
export IMPL_worst_pin_slew_ns=0.305
export IMPL_drt_initial_drc_count=17
export IMPL_top_cells_by_area="ha_1 21%, nor2_1 6.4%, nor2b_1 6.4%"
export IMPL_power_density_nw_per_um2=138
export IMPL_fin_ws_ns=0.161
export IMPL_syn_inst=42
export IMPL_synth_area_um2=292
export IMPL_yosysUniqueCellTypes=23
export IMPL_drv_cap=0
export IMPL_min_delay_start="value[2]"
export IMPL_warnings=37
export IMPL_post_drt_wl_per_cell_um=7.44
export IMPL_layout_drive_gt1_share_pct=23.3
export IMPL_maxSlewHeadroom_pct=79.7
export IMPL_synth_warnings=1
export IMPL_die_h_um=80
export IMPL_area_growth_pct=77.7
export IMPL_dp_slack_ns=-0.112
export IMPL_peakVddDrop_mv=0.0146
export IMPL_seqCellArea_um2=0
export IMPL_top_cell_area_share_pct=21.5
export IMPL_antenna_found_initial=0
export IMPL_finalCritPeriodShare_pct=95.1
export IMPL_finalPower_uw=71.7
export IMPL_setup_tns_ns=0
export IMPL_grt_pass1_wl_mm=1.26
export IMPL_io_buffers=12
export IMPL_seq_cells=0
export IMPL_fmax_mhz=319
export IMPL_grt_overflow=0
export IMPL_crit_fanout=9
export IMPL_dieArea_um2=6400
export IMPL_num_clock_buffers=0
export IMPL_syn_avg_cell_area_um2=6.94
export IMPL_grt_use_total_pct=2.31
export IMPL_ioPinCount=13
export IMPL_routed_wl_um=789
export IMPL_cp_required_ns=2.64
export IMPL_fin_cells=106
export IMPL_timing_critical_path_from="value[5]"
export IMPL_holdWs_ns=2.00
export IMPL_drcViolationCount=0
export IMPL_p_leak_uw=0.000213
export IMPL_grt_max_degree=10
export IMPL_drt_pass1_iterations=2
export IMPL_rsz0062_at_grt="no"
export IMPL_viasPerCell=3.18
export IMPL_gp_congestion=0.694
export IMPL_ctsHoldBuffers=0
export IMPL_post_route_min_period_ns=3.14
export IMPL_vias=337
export IMPL_arrival_ns=2.48
export IMPL_drv_slew=0
export IMPL_n_antenna_cell=0
## layer usage
| metal | part of all wire, % | wire [um] | global-route usage [%] | up-vias |
|---|---|---|---|---|
| li1 | - | - | - | 184 |
| met2 | 53 | 422 | 4.74 | 4 |
| met4 | 0 | 0 | 0 | 0 |
| met1 | 43 | 336 | 2.57 | 149 |
| met5 | 0 | 0 | 0 | - |
| met3 | 3.8 | 30 | 0.227 | 0 |
## path summary, 6_finish.rpt
| kind | endpoint | depth (start not counted) | slack, ns |
|---|---|---|---|
| worst max-delay path | display[3] | 9 | 0.16 |
| worst min-delay path | display[4] | 4 | 2.00 |
## power by group
group	internal, uW	switching (uW)
logic	43.2	28.4
clock network	0	0
registers	0	0
total	43.2	28.4
## worst max-delay path, stage by stage
cell and delay, ns:
dlygate4sd2_1 0.28, buf_4 0.18, nor2b_1 0.11, a21oi_1 0.08
o21a_1 0.21, ha_1 0.30, inv_1 0.04, o21ai_1 0.12
clkdlybuf4s50_1 0.48
## logic make-up after synthesis
logic type	after synthesis	share of synthesized area, %
buffers and inverters	5	10.7
adder cells (fa/ha/maj)	5	21.5
AND/OR/NAND/NOR	17	32.2
AND-OR/OR-AND	14	32.6
XOR/XNOR	1	3.00
## metrics by stage
step / instance area, um2 / util (%)
finish: 518 / 15.2
global route: 518 / 15.2
CTS: 518 / 15.2
detailed placement: 513 / 15.0
global placement: 513 / 15.0
floorplan: 292 / -
## timing repair
item,in CTS,in global routing
pin swaps,3,0
buffers inserted,0,0
gates cloned,0,0
gates resized,9,1
endpoints found under the setup margin,7,1
## layout by cell type, fill, tap and decap left out, types with 2 or more instances in the layout
cell type,instances
buf_4,8
clkdlybuf4s50_1,6
dlygate4sd2_1,6
ha_1,5
nand2_1,4
nor2_1,4
nor2b_1,3
a21oi_1,3
o21ai_1,3
nand3b_1,2
inv_1,2
## final cells by class
cell class / instances / area (um2)
repair buffers: 21 / 184
multi-input cells: 37 / 269
inverters: 2 / 7.51
well taps: 46 / 57.6
fillers: 401 / 2900
No activity file was given, so power comes from the tool's default toggle rates.
